===== /design/flow/design.v =====
module top_module(
    input         clk,             
    input         rstn,            
    input  [15:0] sw_i,            
    output [7:0]  disp_seg_o,      
    output [7:0]  disp_an_o        
);
    parameter REG_DATA_NUM  = 5'd31;    
    parameter DMEM_DATA_NUM = 4'd15;    
    reg  [27:0] clkdiv;                 
    wire        Clk_CPU;                
    wire        Clk_instr;              
    wire        Clk_display;            
    wire [31:0] PC_out;                 
    wire [31:0] instr;                  
    wire [31:0] reg_data;               
    wire [31:0] mem_addr_out;           
    wire [31:0] mem_data_out;           
    wire [31:0] debug_data;             
    reg  [4:0]  reg_addr;               
    reg  [3:0]  dmem_addr;              
    reg         sw3_last, sw4_last;     
    reg  [31:0] reg_data_from_cpu;      
    reg  [31:0] dmem_data;              
    reg  [31:0] access_addr_data;       
    reg  [31:0] display_data;           
    always @(posedge clk or negedge rstn) begin
        if (!rstn)
            clkdiv <= 0;
        else
            clkdiv <= clkdiv + 1'b1;
    end
    assign Clk_CPU     = (sw_i[15]) ? clkdiv[27] : clkdiv[20];
    assign Clk_instr   = Clk_CPU & ~sw_i[1];
    assign Clk_display = clkdiv[16];
    sccomp cpu(
        .clk(Clk_instr),
        .rstn(rstn),
        .reg_sel(reg_addr),
        .reg_data(reg_data),
        .instr(instr),
        .PC_out(PC_out),
        .mem_addr_out(mem_addr_out),
        .mem_data_out(mem_data_out),
        .debug_data(debug_data)
    );
    always @(posedge clk or negedge rstn) begin
        if (!rstn) begin
            reg_addr  <= 5'b0;
            dmem_addr <= 4'b0;
            sw3_last  <= 1'b0;
            sw4_last  <= 1'b0;
        end else begin
            sw3_last <= sw_i[3];
            sw4_last <= sw_i[4];
            if (sw_i[0]) begin
                reg_addr  <= sw_i[6:2];
                dmem_addr <= sw_i[5:2];
            end else begin
                if (sw_i[2]) begin
                    reg_addr  <= 5'b0;
                    dmem_addr <= 4'b0;
                end else if (sw_i[3] && !sw3_last) begin
                    reg_addr  <= (reg_addr  == REG_DATA_NUM)  ? 5'd0  : reg_addr  + 1'b1;
                    dmem_addr <= (dmem_addr == DMEM_DATA_NUM) ? 4'd0  : dmem_addr + 1'b1;
                end else if (sw_i[4] && !sw4_last) begin
                    reg_addr  <= (reg_addr  == 5'd0)          ? REG_DATA_NUM  : reg_addr  - 1'b1;
                    dmem_addr <= (dmem_addr == 4'd0)          ? DMEM_DATA_NUM : dmem_addr - 1'b1;
                end
            end
        end
    end
    always @(*) reg_data_from_cpu = reg_data;
    always @(*) dmem_data = mem_data_out;
    always @(*) begin
        if (mem_addr_out != 32'h0 || mem_data_out != 32'h0)
            access_addr_data = mem_addr_out;
        else
            access_addr_data = 32'hFFFFFFFF;
    end
    always @(*) begin
        if (sw_i[10] == 1'b1)
            display_data = debug_data;
        else begin
            case (sw_i[14:11])
                4'b1000: display_data = instr;
                4'b0100: display_data = reg_data_from_cpu;
                4'b0010: display_data = access_addr_data;
                4'b0001: display_data = dmem_data;
                4'b1001: display_data = PC_out;
                default: display_data = PC_out;
            endcase
        end
    end
    seg7_controller seg7_ctrl(
        .clk(Clk_display),
        .rstn(rstn),
        .data(display_data),
        .seg(disp_seg_o),
        .an(disp_an_o)
    );
endmodule
module seg7_controller(
    input         clk,          
    input         rstn,         
    input  [31:0] data,         
    output reg [7:0] seg,       
    output reg [7:0] an         
);
    reg [2:0] digit_sel;
    reg [3:0] digit_data;
    always @(posedge clk or negedge rstn) begin
        if (!rstn)
            digit_sel <= 3'b000;
        else
            digit_sel <= digit_sel + 1;
    end
    always @(*) begin
        case (digit_sel)
            3'b000: digit_data = data[3:0];
            3'b001: digit_data = data[7:4];
            3'b010: digit_data = data[11:8];
            3'b011: digit_data = data[15:12];
            3'b100: digit_data = data[19:16];
            3'b101: digit_data = data[23:20];
            3'b110: digit_data = data[27:24];
            3'b111: digit_data = data[31:28];
        endcase
    end
    always @(*) begin
        case (digit_sel)
            3'b000: an = 8'b11111110;
            3'b001: an = 8'b11111101;
            3'b010: an = 8'b11111011;
            3'b011: an = 8'b11110111;
            3'b100: an = 8'b11101111;
            3'b101: an = 8'b11011111;
            3'b110: an = 8'b10111111;
            3'b111: an = 8'b01111111;
        endcase
    end
    always @(*) begin
        case (digit_data)
            4'h0: seg = 8'b11000000;
            4'h1: seg = 8'b11111001;
            4'h2: seg = 8'b10100100;
            4'h3: seg = 8'b10110000;
            4'h4: seg = 8'b10011001;
            4'h5: seg = 8'b10010010;
            4'h6: seg = 8'b10000010;
            4'h7: seg = 8'b11111000;
            4'h8: seg = 8'b10000000;
            4'h9: seg = 8'b10010000;
            4'hA: seg = 8'b10001000;
            4'hB: seg = 8'b10000011;
            4'hC: seg = 8'b11000110;
            4'hD: seg = 8'b10100001;
            4'hE: seg = 8'b10000110;
            4'hF: seg = 8'b10001110;
            default: seg = 8'b11111111;
        endcase
    end
endmodule 

===== /design/flow/run.sh =====
#!/bin/bash
# OpenROAD 26Q1-2900-gdf79404cd8, Yosys 0.63+post, stock flow scripts
make -C /OpenROAD-flow-scripts/flow DESIGN_CONFIG=/design/flow/config.mk WORK_HOME=/design/flow/orfs finish

===== /design/flow/config.mk =====
export PLATFORM = sky130hd
export DESIGN_NAME = seg7_controller
export DESIGN_NICKNAME = seg7_controller
export VERILOG_FILES = /design/flow/design.v
export SDC_FILE = /design/flow/constraint.sdc
export NUM_CORES = 4
export LEC_CHECK = 1
export CORE_AREA = 10 10 70 70
export DIE_AREA = 0 0 80 80

===== /design/flow/constraint.sdc =====
current_design seg7_controller

set clk_period 3.7
set clk_io_pct 0.2

create_clock -name clk0 -period $clk_period [get_ports {clk}]

set non_clock_inputs [all_inputs -no_clocks]
set_input_delay [expr $clk_period * $clk_io_pct] -clock clk0 $non_clock_inputs
set_output_delay [expr $clk_period * $clk_io_pct] -clock clk0 [all_outputs]

==> run notes <==
Power
* **internal power** 146 uW
* **power density cells** 113 mW/mm^2
* **static leakage** 0.764 nW
* **Combinational Power Share** 53.6%
* **Power, Total** 197 uW
* **peak supply drop** 0.0916 mV
* **clock network power share** 29.6%
* **fraction of power consumed by sequential logic** 16.8%
* **power spent charging and discharging nets** 50.4 uW
* **switching part of the total** 25.6%

Run status
* **failing checks** negative setup slack
* **status** complete, but fails checks

CTS
* **CTS Root Buffer Type** sky130_fd_sc_hd__clkbuf_4
* **worst skew pair latency** 240 ps
* **CTS tree** yes
* **number of buffers inserted for hold repair after clock tree synthesis** 0
* **number of levels the H-tree was split into** 1
* **clock slew seen by the registers of the worst setup and hold paths** 40 ps
* **CTS Sinks** 3
* **number of CTS-inserted buffers** 3
* **maximum number of buffers from clock root to sink** 2

Logic synthesis
* **primary flip-flop cell chosen by synthesis mapping** sky130_fd_sc_hd__dfrtp_1
* **number of standard cells reported by yosys** 87
* **summed instance area of the synthesized netlist** 762 sq um
* **Synth Warn #** 1
* **number of cells produced by synthesis** 87
* **count of different cell masters after synthesis** 31
* **Post-synth ARST share** 100%
* **Post-Syn Area per Cell** 8.76 sq um
* **cell with the most instances after synthesis** sky130_fd_sc_hd__inv_1
* **Dominant cell area share** 19.7%
* **dominant cell type by area after synthesis** sky130_fd_sc_hd__ha_1
* **share of the yosys chip area belonging to registers** 9.85%
* **top cells by count, synth** sky130_fd_sc_hd__inv_1, sky130_fd_sc_hd__ha_1, sky130_fd_sc_hd__nand2_1
* **cell types with the largest area share after synthesis** sky130_fd_sc_hd__ha_1, sky130_fd_sc_hd__dfrtp_1, sky130_fd_sc_hd__mux2_2, sky130_fd_sc_hd__inv_1, sky130_fd_sc_hd__mux2i_1
* **number of synthesized flops with an enable pin** 0
* **total cell area reported by yosys after synthesis** 762 sq um
* **synthesis-stage register bit count** 3

Worst setup path
* **startpoint of the worst setup timing path** digit_sel[1]
* **FF-to-FF path depth** 3
* **category of the worst setup path capture point** output pin
* **CP Max Fanout** 4
* **destination of the worst register-to-register timing path** digit_sel[2]
* **CP Class** reg -> out
* **Worst setup endpoint** seg[5]
* **start of the worst register-to-register path** digit_sel[1]
* **worst endpoint data arrival time** 3060 ps
* **type of element launching the critical path** flop
* **Worst R2R Setup Slack** 2660 ps
* **critical path required time** 2960 ps

Final layout
* **design area** 0.00174 sq mm
* **register bank with the most flops** digit_sel
* **final-layout fill cell count** 294
* **Post-Route Utilization** 51.0%
* **number of flip-flops in the largest register** 3
* **Layout area overhead** 129%
* **footprint of the multi-input gates** 778 sq um
* **proportion of layout cells with a drive suffix above 1** 42.6%
* **area used by sequential logic in the layout** 75.1 sq um
* **largest registers in the final layout** digit_sel (3)

Die
* **horizontal die size** 80 microns
* **top-level port count** 50
* **Chip Area** 0.00640 sq mm
* **Core Area** 0.00342 sq mm
* **number of cell rows** 21
* **DIE HEIGHT** 80 microns
* **Init Core Util** 22.3%

Timing
* **fin crit period** 3800 ps
* **Final Max Slew Viols** 0
* **final setup slack of the worst path** -97.8 ps
* **final hold violation count** 0
* **transition time at the pin with the least slew margin** 527 ps
* **headroom to the max-slew limit** 64.9%
* **maximum frequency from static timing analysis** 263 MHz
* **Post-Route Hold Slack** 578 ps
* **share of the clock period used by the worst path after layout** 103%
* **unrepaired setup endpoints after global routing** yes
* **worst clock skew on the final layout** 2.75 ps
* **number of endpoints failing setup at the final stage** 3

Place
* **setup slack after placement** -147 ps
* **hpwl dp** 2370 microns
* **instance area after placement** 0.00145 sq mm
* **weighted congestion reported at the end of routability-driven placement** 0.802
* **number of buffer cells added on primary ports** 48

Job
* **total of max-cap violations** 0
* **count of warning messages emitted by the tools** 36

Drt
* **average wire per cell in the routed design** 13.6 microns
* **vias post-DR** 931
* **number of diodes** 0
* **met3 wirelength from detailed routing** 193 microns
* **detailed router's first-iteration violation count** 18
* **Post-route DRC** 0
* **top routing layer in use** met3
* **detailed-route wire length** 2920 microns
* **amount of wire on met2 after detailed routing** 1470 microns
* **post-route met1 wirelength** 1250 microns
* **DRT antenna net count** 0
* **per-cell via count in the routed design** 4.33
* **Initial DRT Pass Iterations** 4

Global route
* **pin count of the biggest net entering global routing** 9
* **initial antenna violation count** 0
* **leftover overflow at the end of global routing** 0
* **first-pass GRT wire length** 4570 microns
* **via count of the first global-routing pass** 1003
* **gr usage total** 8.57%

Worst hold path
* **path type of the worst min-delay path** reg -> reg

-- per-stage QoR --
step	std cells	TNS [ps]
after floorplan	87	0
after global placement	202	-554
after detailed placement	202	-716
after CTS	209	-182
after global routing	215	-526
final	215	-237
-- worst min path at each step --
| stage | startpoint | to | cells past startpoint |
|---|---|---|---|
| after global routing | digit_sel[0] | digit_sel[0] | 2 |
| final | digit_sel[0] | digit_sel[0] | 2 |
| after CTS | digit_sel[0] | digit_sel[0] | 2 |
-- layout by cell type, fill, tap and decap left out, types with 2 or more instances in the layout --
cell,n
sky130_fd_sc_hd__a221oi_1,2
sky130_fd_sc_hd__a31oi_4,3
sky130_fd_sc_hd__nor2b_2,2
sky130_fd_sc_hd__a22o_1,4
sky130_fd_sc_hd__dlymetal6s2s_1,2
sky130_fd_sc_hd__mux2_2,5
sky130_fd_sc_hd__dlygate4sd2_1,2
sky130_fd_sc_hd__a22o_2,3
sky130_fd_sc_hd__buf_6,6
sky130_fd_sc_hd__ha_4,5
sky130_fd_sc_hd__inv_2,2
sky130_fd_sc_hd__nand2_1,9
sky130_fd_sc_hd__ha_1,4
sky130_fd_sc_hd__mux2i_1,5
sky130_fd_sc_hd__clkdlybuf4s50_1,41
sky130_fd_sc_hd__inv_1,12
sky130_fd_sc_hd__o2bb2ai_1,2
sky130_fd_sc_hd__nor3_2,2
sky130_fd_sc_hd__buf_4,27
sky130_fd_sc_hd__dfrtp_1,3
sky130_fd_sc_hd__clkdlybuf4s15_1,3
sky130_fd_sc_hd__clkbuf_4,3
sky130_fd_sc_hd__ha_2,3
-- kinds of logic after synthesis --
kind of cell | synth area share [%]
AOI/OAI and AO/OA | 26.6
other | 0.492
xor gates and xnor gates | 1.15
muxes | 15.4
adders and majority gates | 19.7
buffers and inverters | 10.8
and+or+nand+nor | 15.9
DFF | 9.85
-- power groups by stage --
stage	Combinational, mW	Clock (mW)	Sequential [mW]
finish	0.106	0.0583	0.0330
global route	0.114	0.0619	0.0330
CTS	0.0944	0.0626	0.0330
-- metal layers --
layer	GRT usage, %	vias up
met5	0	-
met4	0.704	0
met3	2.39	0
met2	14.5	24
met1	10.9	431
li1	-	476
-- critical path, stage by stage, from the launching register on --
cell and delay [ps]:
sky130_fd_sc_hd__dfrtp_1 370, sky130_fd_sc_hd__ha_2 210, sky130_fd_sc_hd__ha_4 160, sky130_fd_sc_hd__or4_4 520
sky130_fd_sc_hd__nand2b_4 190, sky130_fd_sc_hd__buf_6 140, sky130_fd_sc_hd__nor2_4 90, sky130_fd_sc_hd__a41oi_4 50
sky130_fd_sc_hd__buf_4 190, sky130_fd_sc_hd__buf_6 110, sky130_fd_sc_hd__ha_4 150, sky130_fd_sc_hd__mux2_2 260
sky130_fd_sc_hd__o2bb2ai_1 130, sky130_fd_sc_hd__dlygate4sd2_1 240
-- final cells by class --
cell class	instances	share of cell area, %
sequential	3	4.31
inverter	14	3.02
tap	46	3.30
timing repair buffer	81	43.2
multi-input combinational	67	44.7
clock buffer	4	1.51
-- repair_timing --
item | 4_1_cts | 5_1_grt
resized | 30 | 17
hold endpoints to repair | 0 | 0
pin swaps | 2 | 7
setup buffers | 3 | 6
endpoints found under the setup margin | 7 | 6
No activity file was given, so power comes from the tool's default toggle rates.
