[./config.mk]
export PLATFORM = sky130hd
export DESIGN_NAME = dm
export DESIGN_NICKNAME = dm
export VERILOG_FILES = /design/flow/design.v
export SDC_FILE = /design/flow/constraint.sdc
export NUM_CORES = 4
export LEC_CHECK = 1
export CORE_UTILIZATION = 50
[./constraint.sdc]
current_design dm

set clk_period 83.2
set clk_io_pct 0.2

create_clock -name clk0 -period $clk_period [get_ports {clk}]

set non_clock_inputs [all_inputs -no_clocks]
set_input_delay [expr $clk_period * $clk_io_pct] -clock clk0 $non_clock_inputs
set_output_delay [expr $clk_period * $clk_io_pct] -clock clk0 [all_outputs]
[./design.v]
module dm (
    input         clk,         
    input         DMWr,        
    input  [2:0]  DMType,      
    input  [31:0] addr,        
    input  [31:0] din,         
    output [31:0] dout         
);
    reg [31:0] dmem[127:0];    
    wire [31:0] mem_data;      
    wire [1:0]  byte_offset;   
    wire [6:0]  word_addr;     
    integer i;
    initial begin
        for (i = 0; i < 128; i = i + 1)
            dmem[i] = 32'b0;
    end
    assign word_addr   = addr[8:2];    
    assign byte_offset = addr[1:0];    
    assign mem_data = (addr[31:9] != 23'b0) ? 32'b0 : dmem[word_addr];
    assign dout = (DMType == 3'b000) ? mem_data :
                  (DMType == 3'b001) ? (byte_offset[1] ? {16'b0, mem_data[31:16]} : {16'b0, mem_data[15:0]}) :
                  (DMType == 3'b010) ? (byte_offset[1] ? {16'b0, mem_data[31:16]} : {16'b0, mem_data[15:0]}) :
                  (DMType == 3'b011) ? (byte_offset == 2'b00 ? {24'b0, mem_data[7:0]} :
                                            byte_offset == 2'b01 ? {24'b0, mem_data[15:8]} :
                                            byte_offset == 2'b10 ? {24'b0, mem_data[23:16]} :
                                            {24'b0, mem_data[31:24]}) :
                  (DMType == 3'b100) ? (byte_offset == 2'b00 ? {24'b0, mem_data[7:0]} :
                                                byte_offset == 2'b01 ? {24'b0, mem_data[15:8]} :
                                                byte_offset == 2'b10 ? {24'b0, mem_data[23:16]} :
                                                {24'b0, mem_data[31:24]}) :
                  mem_data;
    always @(posedge clk) begin
        if (DMWr && (addr[31:9] == 23'b0)) begin
            case (DMType)
                3'b000: begin
                    dmem[word_addr] <= din;
                end
                3'b001: begin
                    if (byte_offset[1])
                        dmem[word_addr][31:16] <= din[15:0];
                    else
                        dmem[word_addr][15:0] <= din[15:0];
                end
                3'b011: begin
                    case (byte_offset)
                        2'b00: dmem[word_addr][7:0]    <= din[7:0];
                        2'b01: dmem[word_addr][15:8]   <= din[7:0];
                        2'b10: dmem[word_addr][23:16]  <= din[7:0];
                        2'b11: dmem[word_addr][31:24]  <= din[7:0];
                    endcase
                end
            endcase
        end
    end
endmodule    
[./run.sh]
#!/bin/bash
# OpenROAD 26Q1-2900-gdf79404cd8, Yosys 0.63+post, stock flow scripts
make -C /OpenROAD-flow-scripts/flow DESIGN_CONFIG=/design/flow/config.mk WORK_HOME=/design/flow/orfs finish
==> run summary <==
Results of an implementation run.

The clock H-tree reported by CTS has 5 levels. The yosys warning tally is 1. The setup slack after layout is roughly 43 ns. In this run, CTS created clock tree buffers numbering around 420. Setup repair after global routing left no endpoint under its margin. The report shows a maximum critical-path fanout of approximately 64. Across all layers, the routed design uses between 90000 and 100k vias. The final reports fail on capacitance limit, slew limit.

The cts-stage hold buffer count is 0. Among all flip-flop cells after synthesis, the most frequent one is sky130_fd_sc_hd__edfxtp_1. The largest registers in the layout are dmem (4096). In this run the tools logged warnings totalling just over 50. The floorplan step set the die height to around 570 um. The pin count of the biggest net entering global routing is about 130. Sorting the synthesized cells by how often they occur yields 4096 x sky130_fd_sc_hd__edfxtp_1, 768 x sky130_fd_sc_hd__nor2_1, 434 x sky130_fd_sc_hd__a221oi_1, 427 x sky130_fd_sc_hd__mux2i_1, 388 x sky130_fd_sc_hd__nand2_1. Once detailed placement completed, the half-perimeter wirelength came to roughly 400000 um. The kind of end point of the critical path is an output port.

The TritonCTS clock tree is built. The worst hold path begins at din[7]. The area of the die is about 330000 um^2. According to the I/O placement log, the pin count is ~100.

The number of failing setup endpoints in the final timing report is 0. Of the cells placed in the final design, the portion with a size suffix greater than 1 is 21.4%. Counting endpoints that fail hold in the final report gives 0. In this run the deepest clock path goes through 4 buffers. The total of fill cells in the finished design is 23600.

The core region is 321000 um^2. The number of cells produced by synthesis is 9199. The worst path in the final design needs a cycle of 40.64 ns, including I/O delays and setup. The chip area line in the Yosys stat output reads approximately 160000 um^2. Per the repair_timing log after CTS, setup buffers inserted total 0. The combined global-route utilization of all metal layers is around 44%.

The final routed DRC violation total is 0. Headroom to the max-slew limit came out at -11.0%. The total number of clock tree sinks is 4096.

The number of gates resized after cts is 0. Among all cell types in the netlist, the one instantiated most often is sky130_fd_sc_hd__edfxtp_1. Once detail routing completed, the nets flagged for antenna violations numbered 0. The floorplan step set the die width to 570 um. The layout-stage area growth over the synthesis result is 14.9%. The wire length of the first global-routing pass is between 800000 and 900000 um. The length of the first detailed-routing pass in iterations is 8.

The worst setup path is of the in2out kind. The kind of start point of the critical path is an input pin. The main area contributors are sky130_fd_sc_hd__edfxtp_1 76%, sky130_fd_sc_hd__mux4_2 3.7%, sky130_fd_sc_hd__mux2i_1 2.6%. The synthesized design spends more area on one cell type than any other, namely sky130_fd_sc_hd__edfxtp_1.

Row generation in the floorplan step produced approximately 210 rows. The leakage component of the power is ~59 nW. The design draws 0.00446 W. Of the synthesized area, sequential elements account for between 70% and 80%. The count of cell types in the netlist is around 84. The data arrival time of the critical path is 24.00 ns.

The root buffer selected by CTS is sky130_fd_sc_hd__clkbuf_16. The run reported a max-capacitance violation count of 1. The final cell utilization of the core is approximately 58%. The register name with the most flops is dmem. The cell depth of the worst min-delay path is 1. Per the GRT congestion report, total overflow comes to 0. The post-route worst hold slack is about 16 ns. The register with the most flip-flops in the layout has ~4000 of them. Yosys mapped a number of flops with a built-in enable equal to a little over 4000. The fraction of the cycle the final worst path needs is 48.8%. The post-place setup slack is around 43 ns. The worst setup path startpoint is addr[4]. The share of the core filled by cells before placement is 50.3%. The number of antenna violations at the first check in global routing came to between 100 and 150. The required time at the worst-slack endpoint is 66.56 ns.

The area share of the leading cell type in the synthesized netlist is around 76%. The slew at the pin with the worst max-slew slack is between 1.5 and 2 ns. The analysis reports a worst IR drop on VDD of between 0.02 and 0.025 mV.

The final layout reports a setup TNS of 0 ns. The average via count per standard cell is around 6.8. The flow ran to the end, but the final reports show violations.

The average wire length per cell after detail routing is ~43 um. The total power per unit cell area is roughly 24 nW/um^2. The final weighted congestion recorded by global placement is 1.08.

The achievable clock frequency is about 0.025 GHz. The async set or reset register ratio after synthesis is 0%. Counting flops and latches in the post-synthesis netlist gives 4096. The violation tally from detailed-route iteration zero is about 9000.

The tightest min-delay check is of the in2reg type. The mean instance size in the synthesized netlist is approximately 18 um^2. The number of buffers added on ports is 100. The routed design has ~640000 um of wire.

The number of slew-limit violations in the final report is 5. The cell area after synthesis is roughly 160000 um^2. The number of standard cells reported by yosys is a little over 9000. The clock input transition at the sequential cells of the worst setup and hold paths is roughly 0.060 ns.

The via count of the first global-routing pass is approximately 100k.
==> path summary, 6_finish.rpt <==
kind                          end  slack (ns)
worst max-delay path      dout[3]       42.56
worst min-delay path  dmem[69][7]       16.12
==> metal layers <==
metal | wire [um] | GRT usage [%]
met2 | 263000 | 54.4
met5 | 6890 | 18.9
met1 | 177000 | 47.3
met3 | 142000 | 42.4
met4 | 51000 | 27.1
==> area by class of cell <==
cell class	count	area, um^2	share of cell area [%]
Antenna cell	171	428	0.231
Clock buffer	498	10900	5.88
Timing Repair Buffer	946	7490	4.04
Clock inverter	267	2950	1.59
Inverter	13	73.8	0.0398
Sequential cell	4096	123000	66.3
Tap cell	4305	5390	2.90
Multi-Input combinational cell	4419	35300	19.0
==> critical path: stages <==
cell and delay [ns]:
sky130_fd_sc_hd__buf_8 0.37, sky130_fd_sc_hd__buf_4 0.57, sky130_fd_sc_hd__buf_4 0.62, sky130_fd_sc_hd__buf_4 0.54
sky130_fd_sc_hd__buf_12 0.38, sky130_fd_sc_hd__inv_6 0.29, sky130_fd_sc_hd__buf_4 0.45, sky130_fd_sc_hd__buf_4 0.36
sky130_fd_sc_hd__buf_4 0.28, sky130_fd_sc_hd__a221o_1 0.30, sky130_fd_sc_hd__o21ai_0 0.07, sky130_fd_sc_hd__a21oi_1 0.22
sky130_fd_sc_hd__a2111oi_1 0.65, sky130_fd_sc_hd__nand4_1 0.67, sky130_fd_sc_hd__buf_4 0.39, sky130_fd_sc_hd__nand2_1 0.06
sky130_fd_sc_hd__o221ai_1 0.10, sky130_fd_sc_hd__o21a_1 0.25, sky130_fd_sc_hd__clkdlybuf4s50_1 0.44
==> cell usage in the layout (no fill, tap or decap), drive strengths merged, types with 36 or more instances in the layout <==
cell type      synthesis  routed
mux4                 262     262
a31oi                 49      49
a221oi               436     436
mux2i                427     427
bufinv                 0      58
clkinv                 1     181
o21ai                232     232
o221ai                74      74
o22ai                 76      76
clkbuf               228     498
a22oi                287     287
clkdlybuf4s50          0      85
a22o                  65      65
diode                  0     171
mux2                 372     372
nor2                 770     770
a221o                103     103
nand3                 46      46
buf                  443     861
nand2                388     388
o211ai                36      36
a21oi                286     286
o2bb2ai               74      74
a211oi                37      37
edfxtp              4096    4096
==> power by group <==
part           internal [W]      switching [W]
clock network       0.00111           0.000800
registers           0.00227  0.000000000000138
logic             0.0000706           0.000210
total               0.00345            0.00101
==> cell families (layout without fill, tap and decap cells) <==
family                 Yosys count  in the layout  synth area share [%]
AND/OR/NAND/NOR               1413           1413                  3.71
flip-flops                    4096           4096                  76.2
other                            0            171                     0
XOR/XNOR                         1              1               0.00543
multiplexers                  1061           1061                  8.90
buffers and inverters          684           1724                  2.21
AND-OR/OR-AND                 1944           1944                  8.99
==> through the flow <==
step,std cells,cell area (um^2)
after CTS,14500,185000
final,14700,186000
after global routing,14600,185000
after global placement,13800,171000
after floorplan,9199,161000
after detailed placement,13800,171000
No activity file was given, so power comes from the tool's default toggle rates.
